===== run.sh =====
#!/bin/bash
# OpenROAD 26Q1-2900-gdf79404cd8, Yosys 0.63+post, stock flow scripts
make -C /OpenROAD-flow-scripts/flow DESIGN_CONFIG=/design/flow/config.mk WORK_HOME=/design/flow/orfs finish

===== config.mk =====
export PLATFORM = sky130hd
export DESIGN_NAME = div
export DESIGN_NICKNAME = div
export VERILOG_FILES = /design/flow/design.v
export SDC_FILE = /design/flow/constraint.sdc
export NUM_CORES = 4
export LEC_CHECK = 1
export CORE_UTILIZATION = 30

===== constraint.sdc =====
current_design div

set clk_period 18.7
set clk_io_pct 0.2

create_clock -name clk0 -period $clk_period [get_ports {clk}]

set non_clock_inputs [all_inputs -no_clocks]
set_input_delay [expr $clk_period * $clk_io_pct] -clock clk0 $non_clock_inputs
set_output_delay [expr $clk_period * $clk_io_pct] -clock clk0 [all_outputs]

===== design.v =====
module div #(parameter WIDTH=32) (
        input clk,
        input [WIDTH-1:0] l_num,
        input [WIDTH-1:0] l_den,
        input [WIDTH-1:0] r_num,
        input [WIDTH-1:0] r_den,
        output reg [WIDTH-1:0] s_num,
        output reg [WIDTH-1:0] s_den
    );
    always @(posedge clk) begin
        s_num <= l_num * r_den;
        s_den <= l_den * r_num;
    end
endmodule

==> impl_metrics.tcl <==
# metrics dict for downstream scripts
set metrics [dict create \
    edf_count 0 \
    final.setup.worst_slack_ns 7.61 \
    placedCellCount 5116 \
    ant_nets 0 \
    async_reset_ff_frac 0 \
    cp_data_required_time_ns 19.00 \
    path_delay_family "adder cells" \
    vias 23500 \
    grt_max_degree 33 \
    yosysUniqueCellTypes 60 \
    area_growth_pct 11.7 \
    grt_pass1_wl_um 146000 \
    worst-path-max-fanout 20 \
    die.size.y_um 333 \
    synthFlopType "dfxtp_1" \
    cp_num_buf_inv 8 \
    clock_path_buffers 2 \
    warnings 25 \
    place.gp.congestion 0.948 \
    synth.area.top_cells "fa_1 (50%), and2_1 (10%), inv_1 (9.4%)" \
    synth_top_cell_by_count "inv_1" \
    postCtsHoldBufs 0 \
    crit_slowest_cell "clkdlybuf4s50_1" \
    dieArea_um2 111000 \
    fillers 11200 \
    cpPeakStageDelay_ns 1.07 \
    rsz0062_at_grt "false" \
    finalHoldViolCount 0 \
    yosysTopAreaCell "fa_1" \
    fin_area_um2 36700 \
    drt-total-wl_um 90900 \
    finalSetupTns_ns 0 \
    cp.arrival_ns 11.39 \
    min_period_over_period 0.593 \
    yosys_warnings 1 \
    avgSynthCellArea_um2 9.08 \
    drc_errors 0 \
    synth_chip_area_um2 32900 \
    top_cells_by_count "inv_1 (824), fa_1 (816), nand2_1 (544)" \
    drv_slew 0 \
    drive_gt1_frac 0.0256 \
    ios 193 \
    run_status "completed" \
    cts-resized-gates 0 \
    fin_crit_ns 11.09 \
    dp_hpwl_um 71200 \
    finalSetupViolCount 0 \
    h-tree-depth 3 \
    numCtsBuffers 9 \
    overflow 0 \
    vias_per_cell 4.58 \
    clock_sinks 64 \
    die_w_um 333 \
    cts_tree "done" \
    dp_worst_setup_slack_ns 7.23 \
    core_um2 109000 \
    dr.pass1.iters 5 \
    postCtsSetupBuffers 0 \
    num_rows 121 \
    postSynthCellCount 3619 \
    cts_root_buf "clkbuf_16" \
    yosys-stat-cells 3619 \
    placed_area_um2 36400 \
    grt_usage 0.180 \
    synth_flops 64 \
    path_common_cell "fa_1" \
    cp-start-kind "input port" \
    relSlewSlack 0.387 \
    drt_iter0_markers 728 \
    critPathCaptureType "flop" \
    final_cells 5133 \
    max_cap_violations 0 \
    antenna_found_initial 2 \
    worst_slew_pin_slew_ns 0.916 \
    grt_pass1_vias 25900 \
    fp_util 0.302 \
    min_path_type "in2reg" \
    portBuffers 192 \
    clk_pin_slew_worst_paths_ns 0.07 \
    crit_type "in2reg" \
    fmax_mhz 90.2 \
    wl_per_cell_um 17.7 \
    ys_seq_frac 0.0390 \
    top_area_frac 0.497 \
    synth_area_um2 32900 \
]
[per-stage QoR]
stage                     hold WS, ns  utilization
after global placement           4.40        0.335
final                            4.28        0.338
after global routing             4.27        0.338
after CTS                        4.23        0.338
after floorplan                  3.87            -
after detailed placement         4.39        0.335
[cell usage in the layout, fill, tap and decap left out, drive strengths merged, types with 17 or more instances in the layout]
cell type	count
a21oi	43
xor2	32
xnor2	138
dfxtp	64
inv	824
a21o	18
nor3	17
o21ai	25
nor2	39
clkdlybuf4s50	192
buf	68
ha	246
and2	530
nand2	544
fa	816
[final timing paths]
| kind | startpoint | cells past startpoint | to | slack, ns |
|---|---|---|---|---|
| max | r_den[12] | 25 | s_num[30] | 7.61 |
| min | r_den[0] | 3 | s_num[0] | 4.28 |
[final cells by class]
type	count	area, um^2	area share
Multi-Input combinational cell	2554	27800	0.758
Clock buffer	10	229	0.00624
Clock inverter	6	70.1	0.00191
Antenna cell	1	2.50	0.0000682
Timing Repair Buffer	260	2430	0.0663
Inverter	824	3090	0.0843
Tap cell	1414	1770	0.0482
Sequential cell	64	1280	0.0349
[metal layers]
layer	vias to the layer above	wire (um)	global-route usage
li1	10600	-	-
met1	11800	35100	0.226
met2	972	44800	0.297
met3	101	8880	0.0746
met4	4	2130	0.0334
met5	-	25	0.00174
[cells by family (layout without fill, tap and decap cells)]
kind of cell,after synthesis,count (layout),share of synthesized area
other cells,0,1,0
simple gates,1166,1166,0.178
xor+xnor,170,170,0.0453
flops,64,64,0.0390
compound gates,156,156,0.0327
fa+ha+maj,1062,1062,0.591
buf+inv,1001,1100,0.115
[state kept, by name, indices dropped and copies added (netlist names)]
name and count:
s_den 32, s_num 32
