$ cat design/flow/design.v
module mul_div #(parameter WIDTH=32) (
        input clk,
        input enable_div,
        input [WIDTH-1:0] l_num,
        input [WIDTH-1:0] l_den,
        input [WIDTH-1:0] r_num,
        input [WIDTH-1:0] r_den,
        output reg [WIDTH-1:0] s_num,
        output reg [WIDTH-1:0] s_den
    );
    always @(posedge clk) begin
        s_num <= l_num * ((enable_div) ? r_den : r_num);
        s_den <= l_den * ((enable_div) ? r_num : r_den);
    end
endmodule
$ cat design/flow/run.sh
#!/bin/bash
# OpenROAD 26Q1-2900-gdf79404cd8, Yosys 0.63+post, stock flow scripts
make -C /OpenROAD-flow-scripts/flow DESIGN_CONFIG=/design/flow/config.mk WORK_HOME=/design/flow/orfs finish
$ cat design/flow/config.mk
export PLATFORM = sky130hd
export DESIGN_NAME = mul_div
export DESIGN_NICKNAME = mul_div
export VERILOG_FILES = /design/flow/design.v
export SDC_FILE = /design/flow/constraint.sdc
export NUM_CORES = 4
export LEC_CHECK = 1
export CORE_UTILIZATION = 50
$ cat design/flow/constraint.sdc
current_design mul_div

set clk_period 13.0
set clk_io_pct 0.2

create_clock -name clk0 -period $clk_period [get_ports {clk}]

set non_clock_inputs [all_inputs -no_clocks]
set_input_delay [expr $clk_period * $clk_io_pct] -clock clk0 $non_clock_inputs
set_output_delay [expr $clk_period * $clk_io_pct] -clock clk0 [all_outputs]
==> metrics.cfg <==
[floorplanning]
core_sq_um = 66000
fp.dieH_microns = 260
rows = 94
die_area_sq_um = 67800
initCoreUtil_pct = 50.6
die_w_microns = 260
ios = 194

[final_layout]
drive_gt1_share_pct = 3.29
stdcell_area_sq_um = 36400
finish.utilization_pct = 55.1
n_fill_cell = 6128
area_growth_pct = 8.86

[setup_path]
path_buffers = 4
cp_top_family = adder cells
crit_path_max_incr_delay_ns = 0.81
worst_setup_path_end_kind = register
crit_required_ns = 13.30
cp_common_cell = fa_1
arrival_ns = 11.24
cpMaxStageDelayCell = a311oi_1
critPathKind = primary input to register
startpoint_type = primary input
path_max_fanout = 35
crit_chain = buf_4, buf_4, mux2_2, and2_1, fa_1, inv_1, fa_1, fa_1, fa_1, inv_1, fa_1, fa_1, fa_1, fa_1, ha_1, nand2_1, nor3_1, nand4_1, a2bb2oi_1, a311oi_1, a211o_1, a21oi_1, xnor2_1

[sta]
max_freq_ghz = 0.0914
fin_tns_setup_ns = 0
slew_violations = 0
slew-limit-headroom_pct = 39.2
period_minus_slack_ns = 10.94
tightestPinTransition_ns = 0.906
finalSetupViolations = 0
finalCritPeriodShare_pct = 84.1
grt_setup_unrepaired = false
finalHoldViolations = 0

[yosys]
edf_count = 0
ff_type = dfxtp_1
ys_cells = 3633
synthArstFlopShare_pct = 0
ys_sh_aoi_pct = 2.61
simple_gate_share_pct = 17.2
largest_area_cell = fa_1
synth_cell_type_count = 53
synthesis.area_sq_um = 33400
yosysWarnings = 1
synthAdderAreaFrac_pct = 58.1
mux_share_pct = 2.45
synth.avg_cell_area_sq_um = 9.19
top_area_share_pct = 48.9
top_cells_by_area = fa_1, and2_1, ha_1
xor_area_share_pct = 4.54
synth_cells = 3633
ys.flops = 64
synth_seq_share_pct = 3.84
ys_chip_area_sq_um = 33400
top_logic_kind = adder cells

[clock_network]
htreeDepth = 3
cts_sinks = 64
cts_resized = 0
clockBufferDepth = 2
postCtsSetupRepairBufs = 0
numCtsBuffers = 9
hold_buffers = 0
cts_tree = built
ctsRootBufferMaster = clkbuf_16
clk_transition_reported_paths_ns = 0.09

[detailed_routing]
first_iter_violations = 949
remaining_drc_errors = 0
vias = 23736
antenna_left = 0
viasPerCell = 5.19
wl_mm = 94.4
drtPass1Iterations = 23
avgRoutedWirePerCell_microns = 20.6

[place]
dp_hpwl_mm = 74.6
numPortBuffers = 193
placed_cell_area_sq_um = 36000
place_congestion = 0.960

[worst_hold_path]
hp-class = primary input to register

[grt]
grt_pass1_wl_mm = 151
grt_pass1_vias = 26095
grt_max_degree = 36
antenna_found_initial = 3
grt_use_total_pct = 32.1
grt_overflow = 0

[outcome]
status = finished, final reports clean

[job]
maxCapViolations = 0
tool_warnings = 25

routing by layer:
metal / track usage, % / share of wire (%) / wire length [microns] / vias to the layer above
li1: - / - / - / 10619
met3: 13.9 / 11 / 10500 / 120
met5: 0 / 0 / 0 / -
met4: 6.61 / 2.9 / 2720 / 0
met1: 45.4 / 39 / 36800 / 12020
met2: 48.9 / 47 / 44300 / 977
worst min-delay path, cell delays in order:
cell and delay, ns:
clkdlybuf4s50_1 0.40, buf_4 0.28, and2_1 0.20
Yosys cell counts (all sizes together) (3+ instances only):
cell type  instances
fa               816
inv              815
nand2            551
and2             515
ha               246
clkbuf           162
xnor2            138
dfxtp             64
mux2              58
a21oi             46
xor2              30
o21ai             24
a21o              22
nor2              21
nor2b             18
nor3              13
o21a              13
buf               12
nand3             10
nand2b             9
mux2i              6
a211oi             4
o21bai             4
a211o              3
a21boi             3
and2b              3
metrics by stage:
stage | hold WS [ns] | worst slack [ns] | instances
after floorplan | 2.86 | 3.40 | 3633
after global placement | 3.25 | 1.66 | 4559
after detailed placement | 3.25 | 1.66 | 4559
after CTS | 3.12 | 2.04 | 4575
after global routing | 3.17 | 1.62 | 4577
final | 3.15 | 2.06 | 4577
cell type report:
type,count,area (sq um),share of cell area (%)
Multi-Input combinational cell,2580,28400,78.0
Sequential cell,64,1280,3.52
Clock buffer,9,225,0.619
Antenna cell,2,5.00,0.0138
Tap cell,864,1080,2.97
Inverter,815,3060,8.41
Clock inverter,7,103,0.282
Timing Repair Buffer,236,2250,6.19
cell families after synthesis:
group	count (synthesis)
xor gates and xnor gates	170
muxes	64
buffers and inverters	989
adders and majority gates	1062
and+or+nand+nor	1148
AOI/OAI and AO/OA	136
DFF	64
path summary, 6_finish.rpt:
check / startpoint / endpoint / slack (ns) / depth (start not counted)
worst min-delay path: l_num[0] / s_num[0] / 3.15 / 3
worst max-delay path: enable_div / s_den[30] / 2.06 / 23
placed cells by master, fill, tap and decap left out, drive strengths merged, types with 3 or more instances in the layout:
cell type and n:
inv 817, fa 816, nand2 551, and2 515, ha 246, clkdlybuf4s50 192
xnor2 138, dfxtp 64, mux2 58, a21oi 46, buf 44, xor2 30
o21ai 24, a21o 22, nor2 21, nor2b 18, nor3 13, o21a 13
nand3 10, nand2b 9, clkbuf 9, mux2i 6, o21bai 4, a211oi 4
and2b 3, a21boi 3, a211o 3
flip-flops by register name (all words and copies together) (netlist names):
signal	count
s_den	32
s_num	32
